`./run.sh`:
```
#!/bin/bash
# OpenROAD 26Q1-2900-gdf79404cd8, Yosys 0.63+post, stock flow scripts
make -C /OpenROAD-flow-scripts/flow DESIGN_CONFIG=/design/flow/config.mk WORK_HOME=/design/flow/orfs finish
```
`./config.mk`:
```
export PLATFORM = sky130hd
export DESIGN_NAME = adder
export DESIGN_NICKNAME = adder
export VERILOG_FILES = /design/flow/design.v
export SDC_FILE = /design/flow/constraint.sdc
export NUM_CORES = 4
export LEC_CHECK = 1
export CORE_AREA = 10 10 93 93
export DIE_AREA = 0 0 103 103
```
`./constraint.sdc`:
```
current_design adder

set clk_period 5.5
set clk_io_pct 0.2

create_clock -name clk0 -period $clk_period [get_ports {clk}]

set non_clock_inputs [all_inputs -no_clocks]
set_input_delay [expr $clk_period * $clk_io_pct] -clock clk0 $non_clock_inputs
set_output_delay [expr $clk_period * $clk_io_pct] -clock clk0 [all_outputs]
```
`./design.v`:
```
module adder #(
    parameter int WIDTH = 8,
    parameter bit REGISTER_INPUT = 1,
    parameter bit REGISTER_OUTPUT = 1
) (
    input  logic             clk,
    input  logic [WIDTH-1:0] in0,
    input  logic [WIDTH-1:0] in1,
    output logic [WIDTH-1:0] sum
);
  logic [WIDTH-1:0] in0_int, in1_int;
  if (REGISTER_INPUT) begin : g_reg_inputs
    logic [WIDTH-1:0] in0_r = '0;
    logic [WIDTH-1:0] in1_r = '0;
    always @(posedge clk) {in0_r, in1_r} <= {in0, in1};
    assign {in0_int, in1_int} = {in0_r, in1_r};
  end else begin : g_comb_inputs
    assign {in0_int, in1_int} = {in0, in1};
  end
  logic [WIDTH-1:0] sum_int;
  assign sum_int = in0_int + in1_int;
  if (REGISTER_OUTPUT) begin : g_reg_outputs
    logic [WIDTH-1:0] sum_r = '0;
    always @(posedge clk) sum_r <= sum_int;
    assign sum = sum_r;
  end else begin : g_comb_outputs
    assign sum = sum_int;
  end
endmodule
```
==> out/results.tsv <==
metric	value	unit
track_usage	0.0316	
hold_buffers	0	
clock_path_buffers	2	
placementRows	30	
end_kind	primary output	
finalCriticalPeriod	2.15	ns
htreeDepth	1	
finalCritPeriodShare	0.391	
rsz0062_at_grt	no	
power_frac_seq	0.519	
clockRootBuffer	clkbuf_8	
dp_hpwl	1.39	mm
hp-class	reg2reg	
status	complete, no violations	
p_int	0.000297	W
combPwrFrac	0.170	
fin_tns_setup	0	ns
drtIter0Drc	28	
coreArea	0.00676	sq mm
areaGrowthSynthToFinish	48.7	%
reg2reg_slack	3.94	ns
drc	0	
io_pins	25	
drv_cap	0	
setup.worst_path.start_class	flip-flop	
cts_buffers	3	
cpMaxStageDelayCell	clkdlybuf4s50_1	
routed_wl	1.64	mm
viasPerCell	3.01	
worstMarginPinSlew	0.405	ns
max_freq	466	MHz
netlist_instances	66	
synth_top_area_share	0.592	
die-area	0.0106	sq mm
yosys_warnings	1	
peakVddDrop	0.127	mV
hold_path_depth	1	
p_leak	0.473	nW
cp_num_buf_inv	1	
r2r_start	g_reg_inputs.in0_r[0]	
post-route-util	0.179	
grt_pass1_vias	543	
antenna_found_initial	0	
switchingPower	0.0000790	W
cts_sinks	24	
synth_flops	24	
r2r_cells	6	
portBuffers	24	
max_stage_delay	0.48	ns
final_max_slew_viol_count	0	
yosys-stat-area	812	sq um
postCtsSetupBuffers	0	
critical_path.max_fanout	1	
clk_latency	0.26	ns
worstPathCellList	clkdlybuf4s50_1	
critPathTopFamily	buffers and inverters	
avgSynthCellArea	12.3	sq um
clkPwrFrac	0.311	
min_from	g_reg_inputs.in1_r[0]	
cts_tree	built	
drtPass1Iterations	2	
die_width	103	um
worstReg2RegEnd	g_reg_outputs.sum_r[6]	
sw_frac_of_total	0.210	
ant_nets	0	
hold_viol	0	
warnings	25	
cp.arrival	1.05	ns
clk_pin_slew	0.08	ns
yosys-top-cells-area	dfxtp_1 59%, ha_1 11%, a21oi_1 3.1%	
holdPathEnd	g_reg_outputs.sum_r[0]	
cp_data_required_time	4.40	ns
route.vias.total	524	
ys_seq_share	0.592	
grt_pass1_wl	2.55	mm
setup_viol	0	
ys_types	24	
fp_util	0.120	
overflow	0	
power_density	311	mW/mm^2
synth_area	812	sq um
crit_type	reg2out	
drive_gt1_frac	0.0532	
cts_resized	0	
ys_cells	66	
nFillCells	743	
wl_per_cell	9.40	um
gp_congestion	0.721	
num_antenna_cells	0	
grt_max_degree	14	
die_h	103	um
cp-startpoint	g_reg_outputs.sum_r[5]	
finalClockSkew	0.00301	ns
slew-limit-headroom	0.728	
largest_area_cell	dfxtp_1	
-- layout by cell type, fill, tap and decap left out --
master           netlist  routed
dfxtp_1               24      24
clkdlybuf4s50_1        0      24
ha_1                   7       7
inv_1                  5       5
a21oi_1                5       5
clkbuf_8               0       4
o211ai_1               3       3
xor2_1                 2       2
o21ai_0                2       2
xnor2_1                2       2
a211oi_1               1       1
nand2_1                1       1
nor3_1                 1       1
o2bb2ai_1              1       1
nor2b_4                1       1
o21a_1                 1       1
o31a_1                 1       1
nand2b_1               1       1
nor2b_1                1       1
o311ai_0               1       1
nor3b_1                1       1
a221oi_1               1       1
o311ai_1               1       1
nor2_1                 1       1
a21o_1                 1       1
fa_1                   1       1
-- how the worst max path moves through the flow --
stage / to / slack [ns] / depth (start not counted)
final: sum[5] / 3.35 / 1
after global routing: sum[5] / 3.28 / 1
after CTS: sum[4] / 3.32 / 1
-- power groups by stage --
stage | clock network (W) | logic (W) | registers, W
after CTS | 0.000126 | 0.0000664 | 0.000195
after global routing | 0.000133 | 0.0000729 | 0.000197
final | 0.000117 | 0.0000639 | 0.000195
-- cells by family (layout without fill, tap and decap cells) --
group           Yosys count  in the layout  synth area share
compound gates           18             18             0.153
xor+xnor                  4              4            0.0432
fa+ha+maj                 8              8             0.133
buf+inv                   5             33            0.0231
flops                    24             24             0.592
simple gates              7              7            0.0570
-- state kept, by name (all words and copies together), names as in the netlist --
register / flops
g_reg_inputs.in1_r: 8
g_reg_outputs.sum_r: 8
g_reg_inputs.in0_r: 8
-- metrics by stage --
stage	power [W]	setup slack (ns)	area (sq um)	std cells	hold slack (ns)
after floorplan	0.000225	4.07	812	66	0.420
after global routing	0.000403	3.28	1210	174	0.499
final	0.000376	3.35	1210	174	0.464
after CTS	0.000388	3.32	1210	174	0.482
after global placement	0.000265	3.63	1150	170	0.459
after detailed placement	0.000266	3.62	1150	170	0.455
-- routing by layer --
layer  routed length (um)  GRT usage  part of all wire
met4                    8    0.00321            0.0049
met5                    0          0                 0
met3                  174     0.0190              0.11
met2                  671     0.0463              0.41
met1                  781     0.0403              0.48
-- cell type report --
| cell class | instances | area [sq um] | share of cell area |
|---|---|---|---|
| clock buffer | 4 | 55.1 | 0.0456 |
| sequential | 24 | 480 | 0.398 |
| timing repair buffer | 24 | 240 | 0.199 |
| multi-input combinational | 37 | 313 | 0.259 |
| tap | 80 | 100 | 0.0829 |
| inverter | 5 | 18.8 | 0.0155 |
-- cells in the mapped netlist --
| master | number |
|---|---|
| dfxtp_1 | 24 |
| ha_1 | 7 |
| a21oi_1 | 5 |
| inv_1 | 5 |
| o211ai_1 | 3 |
| o21ai_0 | 2 |
| xnor2_1 | 2 |
| xor2_1 | 2 |
| a211oi_1 | 1 |
| a21o_1 | 1 |
| a221oi_1 | 1 |
| fa_1 | 1 |
| nand2_1 | 1 |
| nand2b_1 | 1 |
| nor2_1 | 1 |
| nor2b_1 | 1 |
| nor2b_4 | 1 |
| nor3_1 | 1 |
| nor3b_1 | 1 |
| o21a_1 | 1 |
| o2bb2ai_1 | 1 |
| o311ai_0 | 1 |
| o311ai_1 | 1 |
| o31a_1 | 1 |
Power is estimated from default activity; no workload was simulated.
