**flow/constraint.sdc**
```tcl
current_design adder_ternary

set clk_period 4.8
set clk_io_pct 0.2

create_clock -name clk0 -period $clk_period

set non_clock_inputs [all_inputs -no_clocks]
set_input_delay [expr $clk_period * $clk_io_pct] -clock clk0 $non_clock_inputs
set_output_delay [expr $clk_period * $clk_io_pct] -clock clk0 [all_outputs]
```
**flow/config.mk**
```make
export PLATFORM = sky130hd
export DESIGN_NAME = adder_ternary
export DESIGN_NICKNAME = adder_ternary
export VERILOG_FILES = /design/flow/design.v
export SDC_FILE = /design/flow/constraint.sdc
export NUM_CORES = 4
export LEC_CHECK = 1
export CORE_AREA = 10 10 74 74
export DIE_AREA = 0 0 84 84
```
**flow/run.sh**
```bash
#!/bin/bash
# OpenROAD 26Q1-2900-gdf79404cd8, Yosys 0.63+post, stock flow scripts
make -C /OpenROAD-flow-scripts/flow DESIGN_CONFIG=/design/flow/config.mk WORK_HOME=/design/flow/orfs finish
```
**flow/design.v**
```verilog
module adder_ternary #(
    parameter int WIDTH = 8,
    parameter bit REGISTER_INPUT = 0,
    parameter bit REGISTER_OUTPUT = 0
) (
    input  logic             clk,
    input  logic             rst,
    input  logic [WIDTH-1:0] in0,
    input  logic [WIDTH-1:0] in1,
    input  logic [WIDTH-1:0] in2,
    output logic [WIDTH-1:0] sum
);
  logic [WIDTH-1:0] in0_int, in1_int, in2_int;
  logic [WIDTH-1:0] sum_int;
  if (REGISTER_INPUT) begin : g_reg_inputs
    logic [WIDTH-1:0] in0_r = '0;
    logic [WIDTH-1:0] in1_r = '0;
    logic [WIDTH-1:0] in2_r = '0;
    always @(posedge clk) begin
      {in0_r, in1_r, in2_r} <= {in0, in1, in2};
      if (rst) begin
        {in0_r, in1_r, in2_r} <= '0;
      end
    end
    assign {in0_int, in1_int, in2_int} = {in0_r, in1_r, in2_r};
  end else begin : g_comb_inputs
    assign {in0_int, in1_int, in2_int} = {in0, in1, in2};
  end
  assign sum_int = in0_int + in1_int + in2_int;
  if (REGISTER_OUTPUT) begin : g_reg_outputs
    logic [WIDTH-1:0] sum_r = '0;
    always @(posedge clk) begin
      sum_r <= sum_int;
      if (rst) begin
        sum_r <= '0;
      end
    end
    assign sum = sum_r;
  end else begin : g_comb_outputs
    assign sum = sum_int;
  end
endmodule
```
==> run notes <==
flow finished, numbers: status=completed, Crit. End Element=primary output, cell area after placement=815 um2, fmax=217 MHz, dominant cell type by area after synthesis=fa_1, Syn Area/Cell=9.38 um2, Ports=34, vias in the first global route=429, Seq cells=0, Top cell excl fill/tap=clkdlybuf4s50_1, Tool Warnings=34, Core ar.=0.00397 mm2, initial antenna violation count=0, Max Slew Vio Count=0, 1st-iter DRT viols=3, row cnt=23, Synth area leaders=fa_1 (37%), ha_1 (17%), xnor2_1 (12%), inv_1 (8.7%), a21oi_1 (3.5%), router iterations before antenna repair=2, fp_density=0.109, largest net degree at the start of global routing=6, Ys Warns=0, WL final=1.24 mm, grt ovf=0, P_leak=0.331 nW, Yosys cell types=16, YS chip area=432 um2, CTS resizes=0, first-pass GRT wire length=2.06 mm, Reg area=0 um2, Die Y=84 um, GRT Total Usage=0.0343, RSZ-0062 raised after global routing=false, Pwr Density=187 mW/mm2, worst path arrival time=3.66 ns, Worst Tran Pin Value=0.176 ns, cells in synth_stat.txt=46, fin crit share=0.962, die width=84 um, post-CTS setup buffer count=0, Setup violations, final=0, via/cell ratio=3.17, hold-fix buffer count after cts=0, I/O Buffers=32, Mapped Cells=46, Ant. Diodes=0, critical path fanouts, max=2, Worst Path Required=3.84 ns, Slew Limit Headroom=0.882, Finished Cell Area=815 um2, Hold WC Path Type=in2out, Tmin final=4.62 ns, Placer Congestion=0.842, Post-synth seq share=0, dominant logic cell types in the final layout=clkdlybuf4s50_1 (32), inv_1 (10), fa_1 (8), xnor2_1 (6), ha_1 (6), detailed-route via count=406, drt drc=0, max_cap viols=0, chip area=0.00706 mm2, Max rail drop VDD=92.8 uV, dpl hpwl=1.22 mm, clkbuf count=0, layout cells sized above 1=0.0385, final hold violation count=0, Sum Neg Setup Slack=0 ns, crit path kind=in2out, Antenna Violating Nets Remaining=0, Worst setup SP type=input pin, mapped cell area=432 um2, Top-area cell share=0.371, Wirelength per Cell=9.71 um, P&R area growth vs syn=88.7%
-- layer usage --
layer / vias to the layer above / global-route usage / wire [um]
met4: 0 / 0 / 0
met5: - / 0 / 0
met2: 34 / 0.0328 / 277
met1: 161 / 0.0542 / 698
met3: 0 / 0.0295 / 267
li1: 211 / - / -
-- critical path, stage by stage --
cell and delay (ns):
clkdlybuf4s50_1 0.43, fa_1 0.55, ha_1 0.18, inv_1 0.06, fa_1 0.44, nor2b_4 0.14
o31a_1 0.16, o22ai_2 0.09, xnor2_1 0.15, clkdlybuf4s50_1 0.52
-- final timing paths --
kind | start | end | slack [ns] | cells past startpoint
worst max-delay path | in0[1] | sum[7] | 0.18 | 10
worst min-delay path | in2[0] | sum[0] | 2.96 | 5
-- stage by stage --
step | util | hold WS (ns) | setup slack, ns | std cells | power (mW)
2_1_floorplan | - | 2.13 | 1.28 | 46 | 0.0656
3_3_place_gp | 0.205 | 2.97 | 0.203 | 128 | 0.152
3_5_place_dp | 0.205 | 2.98 | 0.184 | 128 | 0.153
4_1_cts | 0.205 | 2.97 | 0.178 | 128 | 0.155
5_1_grt | 0.205 | 3.01 | 0.00580 | 128 | 0.170
6_report | 0.205 | 2.96 | 0.184 | 128 | 0.153
-- cell families after synthesis --
group                      count (synthesis)  share of synthesized area
AOI/OAI and AO/OA                          8                      0.130
xor gates and xnor gates                   7                      0.142
adders and majority gates                 14                      0.545
buffers and inverters                     10                     0.0870
and+or+nand+nor                            7                     0.0957
-- synth_stat cells --
library cell  count
o21ai_0           1
nor2b_1           1
nand2_1           2
o21a_1            1
or2_2             1
nor2_1            2
inv_1            10
o31a_1            1
fa_1              8
o211ai_1          1
xor2_1            1
a21oi_1           3
ha_1              6
xnor2_1           6
nor2b_4           1
o22ai_2           1
-- layout make-up --
cell class | instances | area (um2)
Fill cell | 436 | 3160
Multi-Input combinational cell | 36 | 394
Tap cell | 50 | 62.6
Timing Repair Buffer | 32 | 320
Inverter | 10 | 37.5
-- report_power, final --
part	total [mW]	switching (mW)	internal (mW)
Combinational	0.153	0.0531	0.0996
Clock	0	0	0
Sequential	0	0	0
Power and IR drop assume default switching activity.
